## flow/run.sh

```bash
#!/bin/bash
# OpenROAD 26Q1-2900-gdf79404cd8, Yosys 0.63+post, stock flow scripts
make -C /OpenROAD-flow-scripts/flow DESIGN_CONFIG=/design/flow/config.mk WORK_HOME=/design/flow/orfs finish
```

## flow/config.mk

```make
export PLATFORM = sky130hd
export DESIGN_NAME = debounce
export DESIGN_NICKNAME = debounce
export VERILOG_FILES = /design/flow/design.v
export SDC_FILE = /design/flow/constraint.sdc
export NUM_CORES = 4
export LEC_CHECK = 1
export CORE_AREA = 10 10 102 102
export DIE_AREA = 0 0 112 112
```

## flow/constraint.sdc

```tcl
current_design debounce

set clk_period 3.5
set clk_io_pct 0.2

create_clock -name clk0 -period $clk_period [get_ports {clk}]

set non_clock_inputs [all_inputs -no_clocks]
set_input_delay [expr $clk_period * $clk_io_pct] -clock clk0 $non_clock_inputs
set_output_delay [expr $clk_period * $clk_io_pct] -clock clk0 [all_outputs]
```

## flow/design.v

```verilog
module debounce (clk,rst,key,key_pulse);
        parameter       N  =  1;                       
	input             clk;
        input             rst;
        input 	[N-1:0]   key;                         
	output  [N-1:0]   key_pulse;                   
        reg     [N-1:0]   key_rst_pre;                 
        reg     [N-1:0]   key_rst;                     
        wire    [N-1:0]   key_edge;                    
        always @(posedge clk  or  negedge rst)
          begin
             if (!rst) begin
                 key_rst <= {N{1'b1}};                 
                 key_rst_pre <= {N{1'b1}};
             end
             else begin
                 key_rst <= key;                      
                 key_rst_pre <= key_rst;              
             end    
           end
        assign  key_edge = key_rst_pre & (~key_rst); 
        reg	[17:0]	  cnt;                        
        always @(posedge clk or negedge rst)
           begin
             if(!rst)
                cnt <= 18'h0;
             else if(key_edge)
                cnt <= 18'h0;
             else
                cnt <= cnt + 1'h1;
             end  
        reg     [N-1:0]   key_sec_pre;                 
        reg     [N-1:0]   key_sec;                    
        always @(posedge clk  or  negedge rst)
          begin
             if (!rst) 
                 key_sec <= {N{1'b1}};                
             else if (cnt==18'h3ffff)
                 key_sec <= key;  
          end
       always @(posedge clk  or  negedge rst)
          begin
             if (!rst)
                 key_sec_pre <= {N{1'b1}};
             else                   
                 key_sec_pre <= key_sec;             
         end      
       assign  key_pulse = key_sec_pre & (~key_sec);     
endmodule
```

==> CHANGELOG.md <==
### Changed

* Outcome: completed
* Resized Gates After CTS at 0
* Antenna-violating nets left at 0
* Pwr dens at 449 nW/um^2
* Top cells by area: dfrtp_1, dfstp_2, nor2_1
* Flops after synth at 22
* Max VDD drop at 0.296 mV
* Tool warnings at 25
* CP peak stage delay at 510 ps
* Iter 0 DRT Violations at 24
* Hold buffers post-CTS at 0
* Clock slew at reported path FFs at 80 ps
* Metal-1 WL at 973 um
* Relative slew slack at 82.1%
* Finished Layout Cells at 210
* Lkg Pwr at 0.000532 uW
* Met2 wire len at 712 um
* Number of CTS-inserted buffers at 3
* Fin. Hold Viols at 0
* H-tree levels at 1
* Final worst-path cycle share at 59.3%
* Top layer in use: met4
* Max cap viols at 0
* Met3 wire length at 75 um
* Worst Path Buf+Inv at 1
* Post-synth top area cell: dfrtp_1
* DRT Wirelength at 1780 um
* Synthesis area per yosys at 1060 um^2
* Synth warn at 1
* Dominant cell area share at 42.4%
* Final hold slack at 374 ps
* Area Growth Syn to Fin at 22.9%
* Setup crit end kind: output pin
* Global route overflow at 0
* Antenna fix cells at 0
* DP HPWL at 1240 um
* Setup TNS at 0 ps
* Element type at the critical path start: register
* Die width at 112 um
* Data required time of the worst path at 2800 ps
* CTS Buffer Depth at 2
* Critical path class: reg -> out
* CTS Sinks at 22
* Gr usage total at 2.91%
* Mapped cell area at 1060 um^2
* Port bufs at 3
* Synth Seq Share at 52.2%
* Vias/cell at 3.33
* FILL cells at 892
* Vias in the first global route at 726
* Die span in y at 112 um
* Placed Cells at 206
* Min cycle time layout at 2080 ps
* Yosys stat cell total at 97
* Mapped Cells at 97
* Worst Setup SP: key_sec_pre
* Post-detailed-route wirelength per cell at 8.45 um
* Reg2reg setup slack at 1980 ps
* Layout cells sized above 1 at 18.1%
* TritonCTS clock tree: yes
* DR vias at 700
* Slew Limit Fails at 0
* Boundary Pins at 4
* Worst min path class: reg -> reg
* First-pass GRT wire length at 3230 um
* Critical path arrival at 1380 ps
* Synth Area per Inst at 11.0 um^2
* Die area at 12500 um^2
* Setup-failing EPs final at 0
* Worst skew pair latency at 260 ps
* Launch point of the worst hold path: key_rst
* Initial antenna violation count at 0
* Reg2reg start: cnt[0]
* Delay-heaviest family, CP: flip-flops
* Max Clock Freq at 482 MHz
* Dominant logic cell type in the layout: dfrtp_1
* Core Area at 8220 um^2
* Drt first pass iters at 3
* Pin count of the biggest net entering global routing at 23
* Worst Path Max Fanout at 1
* # DRC at 0
* Std-Cell Rows at 33
* Critical-path top delay cell: dfstp_2
* Setup bufs post-CTS at 0
* Clock root buffer master: clkbuf_8
* RePlAce Congestion at 0.765
* Unrepaired setup endpoints after global routing: no
* Clock skew at 3.27 ps
* Most frequent logic cells in the routed design: dfrtp_1, nor2_1, nand3_1
* Cell chain of the critical path: nor2b_1 > clkdlybuf4s50_1
* Pre-Place Util at 12.9%
* Yosys cell types at 30
* Worst-Margin Slew at 266 ps
==> metrics by stage <==
| stage | total power [uW] | area [um^2] | utilization, % | setup WS, ps |
|---|---|---|---|---|
| floorplan | 338 | 1060 | - | 2140 |
| global placement | 359 | 1240 | 15.0 | 1700 |
| detailed placement | 362 | 1240 | 15.0 | 1710 |
| CTS | 597 | 1310 | 15.9 | 1400 |
| global route | 620 | 1310 | 15.9 | 1360 |
| finish | 588 | 1310 | 15.9 | 1420 |
==> cells in the mapped netlist <==
master and instances:
and2_1 1, nand4_4 1, nand3_1 10, a31o_1 1, inv_1 1, nor3_2 1, nor4_4 1, mux2i_1 2
dfrtp_1 18, dfstp_2 4, nand2b_1 3, mux2_4 1, nand2_1 5, nand3_2 1, and4_1 2, and3_1 1
nand4_1 3, nor2b_1 2, or3_1 1, nor2_1 14, clkbuf_1 1, o21ai_0 2, and4_2 1, xor2_1 5
nor3_1 2, and3_2 1, a21oi_1 3, xnor2_1 6, ha_1 1, nor4_2 2
==> worst paths after layout <==
path	to	cells after the start
max	key_pulse[0]	2
min	key_rst_pre	0
max reg2reg	key_sec	5
min reg2reg	key_rst_pre	0
max in group asynchronous	key_sec_pre	2
min in group asynchronous	cnt[2]	2
==> sequential cells by signal (all words and copies together), names as in the netlist <==
| signal | flops |
|---|---|
| key_sec | 1 |
| key_sec_pre | 1 |
| key_rst_pre | 1 |
| cnt | 18 |
| key_rst | 1 |
==> worst reg2reg max path, delay by kind of cell (launching register included) <==
| kind | cells | cell delay (ps) |
|---|---|---|
| adders and majority gates | 1 | 280 |
| DFF | 1 | 400 |
| muxes | 1 | 310 |
| and+or+nand+nor | 3 | 470 |
==> per-layer routing <==
| metal | up-vias | track usage (%) |
|---|---|---|
| met2 | 7 | 4.16 |
| met5 | - | 0 |
| met1 | 336 | 4.32 |
| li1 | 355 | - |
| met3 | 2 | 0.977 |
| met4 | 0 | 0.169 |
==> cell type report <==
type                            instances  area (um^2)  share of cell area [%]
Clock buffer                            3         41.3                    3.16
Clock inverter                          1         30.0                    2.30
Inverter                                1         3.75                   0.287
Multi-Input combinational cell         73          500                    38.3
Sequential cell                        22          556                    42.5
Tap cell                              105          131                    10.0
Timing Repair Buffer                    5         45.0                    3.44
==> power by group <==
group	leakage, uW	switching, uW	internal [uW]
clock network	0.0000357	79.4	153
registers	0.000289	29.0	275
logic	0.000207	26.2	25.2
total	0.000532	135	453
==> cells by family (layout without fill, tap and decap cells) <==
kind of cell / count (synthesis) / in the layout / share of synthesized area (%)
buffers and inverters: 2 / 10 / 0.705
AND-OR/OR-AND: 6 / 6 / 3.18
AND/OR/NAND/NOR: 52 / 52 / 30.4
multiplexers: 3 / 3 / 3.29
adder cells (fa/ha/maj): 1 / 1 / 1.18
flip-flops: 22 / 22 / 52.2
XOR/XNOR: 11 / 11 / 9.06
Power and IR drop assume default switching activity.
