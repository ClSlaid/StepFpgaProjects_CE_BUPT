==> flow/design.v <==
module decoder (input wire[3:0] data1,
					 input wire[3:0] data2,
                output wire[8:0] led1,
					 output wire[8:0] led2);
    reg[8:0] seg[9:0];
	 initial
        begin
           seg[0] = 9'h3f;                                            
	        seg[1] = 9'h06;                                            
	        seg[2] = 9'h5b;                                            
	        seg[3] = 9'h4f;                                            
	        seg[4] = 9'h66;                                            
	        seg[5] = 9'h6d;                                            
	        seg[6] = 9'h7d;                                            
	        seg[7] = 9'h07;                                            
	        seg[8] = 9'h7f;                                            
	        seg[9] = 9'h6f;                                            
        end
    assign led1 = seg[data1];
    assign led2 = seg[data2];
endmodule
module segment (input wire[3:0] sw, 
                input wire[3:0] bt, 
                output wire[8:0] seg1,
					 output wire[8:0] seg2); 
    reg [3:0] buffer[1:0];     
    always
        begin
            buffer[1] = sw%10; 
            buffer[0] = (~bt)%10; 
        end
    decoder d1 (.data1(buffer[1]),
					 .data2(buffer[0]),
                .led1(seg1),
					 .led2(seg2));
endmodule
==> flow/run.sh <==
#!/bin/bash
# OpenROAD 26Q1-2900-gdf79404cd8, Yosys 0.63+post, stock flow scripts
make -C /OpenROAD-flow-scripts/flow DESIGN_CONFIG=/design/flow/config.mk WORK_HOME=/design/flow/orfs finish
==> flow/config.mk <==
export PLATFORM = sky130hd
export DESIGN_NAME = segment
export DESIGN_NICKNAME = segment
export VERILOG_FILES = /design/flow/design.v
export SDC_FILE = /design/flow/constraint.sdc
export NUM_CORES = 4
export LEC_CHECK = 1
export CORE_AREA = 10 10 70 70
export DIE_AREA = 0 0 80 80
==> flow/constraint.sdc <==
current_design segment

set clk_period 1.4
set clk_io_pct 0.2

create_clock -name clk0 -period $clk_period

set non_clock_inputs [all_inputs -no_clocks]
set_input_delay [expr $clk_period * $clk_io_pct] -clock clk0 $non_clock_inputs
set_output_delay [expr $clk_period * $clk_io_pct] -clock clk0 [all_outputs]
==> results.yml <==
# implementation run metrics
finish:
  comb_area_sq_um: 1290
  clock_buffers: 0
  drive_gt1_frac: 0.733
  post-route-util: 0.657
  seq_area_sq_um: 0
  area_growth_pct: 124
  flops: 0
  final_area_sq_um: 2240
  fillers: 237
power:
  vdd_ir_drop_max_v: 0.000206
  leakagePower_nw: 0.991
  power_mw: 0.915
  powerDensity_nw_per_um2: 408
synth:
  synthTopLogicFamily: "AND-OR/OR-AND gates"
  synth_cell_types: 53
  syn_area_sq_um: 1000
  ys_cells: 131
  top_cell_area_share: 0.188
  synth.top_cells.by_area: "ha_1, nand2_1, nor2_1, buf_4, inv_1"
  yosysTopAreaCell: "ha_1"
  synth_area_per_cell_sq_um: 7.63
  ys_sh_adder: 0.188
  yosys.area_share.aoi: 0.398
  synthTopCellsByCount: "ha_1, nand2_1, nor2_1"
  synth-simple-area-share: 0.257
  synth.area.mux_share: 0.0263
  yosysWarnings: 4
  synth_cells: 131
  ys_sh_xor: 0.0175
  yosysChipArea_sq_um: 1000
  yosysSeqAreaShare: 0
die:
  design.core.area_sq_um: 3420
  core_util_floorplan: 0.293
  ios: 26
  die_w_microns: 80
  chipArea_sq_um: 6400
  rows: 21
  die_y_microns: 80
critical_path:
  cp.buffers_inverters: 5
  end_kind: "primary output"
  cp_num_cells: 13
  path_cells: "buf_8 > buf_6 > ha_4 > nor2b_4 > buf_6 > nand2_4 > a311oi_4 > a21oi_2 > buf_4 > a2111o_1 > o311ai_4 > mux2_4 > buf_2"
  max_stage_delay_ns: 0.40
  required_ns: 1.12
  crit_type: "in -> out"
  slowest_stage: "a2111o_1"
  critPathTopFamily: "AND-OR/OR-AND gates"
  cp-start-kind: "input pin"
  arrival_ns: 2.48
  worst_path_most_repeated_cell: "buf_6"
  critPathMaxFanout: 4
hold_path:
  hp-class: "in -> out"
  min_from: "sw[3]"
  hold_end: "seg1[0]"
  min_path_cells: 6
timing:
  fin_tns_setup_ns: -10.61
  setup_viol_count_final: 14
  holdWs_ns: 1.11
  fin_ws_ns: -1.36
  slew_violations: 0
  rsz0062_at_grt: "true"
  finalClockPeriodUsage: 1.97
  max_freq_mhz: 362
  hold_viol: 0
  period_needed_ns: 2.76
routing:
  num_vias: 1280
  num_antenna_cells: 0
  wirelength_mm: 3.73
  drt-pass1-iter-count: 4
  viasPerCell: 4.72
  postRouteAntennaNets: 0
  drt_iter0_drc: 45
  wl_per_cell_microns: 13.8
  drc: 0
run:
  cap_viol_max_count: 0
  tool_warnings: 44
global_routing:
  track_usage: 0.109
  grt_max_degree: 14
  antenna_found_initial: 0
  grt_pass1_vias: 1354
  grt_overflow_total: 0
  grt_first_pass_wirelength_mm: 6.03
placement:
  gp_congestion: 0.854
  port_buffers: 22
  place_hpwl_mm: 2.36
  place_area_sq_um: 1630
run_status:
  status: "finished with violations"
  violations: "negative setup slack"
worst max path at each step:
stage / startpoint / to / slack [ns]
after CTS: bt[2] / seg2[4] / -1.33
after global routing: bt[2] / seg2[4] / -1.43
final: bt[2] / seg2[4] / -1.36
cell families (layout without fill, tap and decap cells):
family / Yosys count / after routing
mux: 2 / 2
buf+inv: 19 / 109
xor+xnor: 2 / 2
compound gates: 44 / 44
simple gates: 47 / 47
fa+ha+maj: 15 / 15
other cells: 2 / 6
layout by cell type, fill, tap and decap left out, types with 3 or more instances in the layout:
cell           count
a21oi_2            5
buf_2             13
buf_4             54
buf_6             26
conb_1             6
dlygate4sd2_1      3
ha_1               3
ha_4              10
inv_1              5
inv_2              3
nand2_1            9
nand2_2            5
nand2_4            3
nand3_2            4
nor2_1             8
o211ai_1           4
o21ai_2            6
metal layers:
metal | wire length [microns] | global-route usage | vias up
met3 | 86 | 0.0114 | 2
li1 | - | - | 660
met2 | 1790 | 0.193 | 12
met5 | 0 | 0 | -
met4 | 8 | 0.0106 | 0
met1 | 1850 | 0.142 | 606
power breakdown:
part | leakage (nW) | switching [mW] | internal (mW)
combinational | 0.991 | 0.396 | 0.519
sequential | 0 | 0 | 0
clock | 0 | 0 | 0
area by class of cell:
cell class,count,share of cell area
Tap cell,46,0.0257
Inverter,10,0.0234
Multi-Input combinational cell,116,0.577
Timing Repair Buffer,99,0.374
through the flow:
step / setup slack [ns] / std cells
2_1_floorplan: -0.939 / 135
3_3_place_gp: -2.11 / 232
3_5_place_dp: -2.15 / 232
4_1_cts: -1.33 / 268
5_1_grt: -1.43 / 271
6_report: -1.36 / 271
what timing repair did:
action / CTS / global route
gates resized: 122 / 38
hold buffers: 0 / 0
pin swaps: 37 / 27
setup buffers: 36 / 8
endpoints found under the setup margin: 14 / 14
Power figures rest on the tool's default switching activity, not on a simulated workload.
