<file path="./design.v">
module Decoder (input wire[4:0] value,
                output wire[8:0] seg1,
                output wire[8:0] seg2);
	reg[8:0] ch[9:0];
	initial
	begin
		ch[0] = 9'h3f;                                            
	   ch[1] = 9'h06;                                            
	   ch[2] = 9'h5b;                                            
	   ch[3] = 9'h4f;                                            
	   ch[4] = 9'h66;                                            
	   ch[5] = 9'h6d;                                            
	   ch[6] = 9'h7d;                                            
	   ch[7] = 9'h07;                                            
	   ch[8] = 9'h7f;                                            
	   ch[9] = 9'h6f;                                            
	end
	assign seg1 = ch[value/10];
	assign seg2 = ch[value%10];
endmodule
</file>
<file path="./run.sh">
#!/bin/bash
# OpenROAD 26Q1-2900-gdf79404cd8, Yosys 0.63+post, stock flow scripts
make -C /OpenROAD-flow-scripts/flow DESIGN_CONFIG=/design/flow/config.mk WORK_HOME=/design/flow/orfs finish
</file>
<file path="./config.mk">
export PLATFORM = sky130hd
export DESIGN_NAME = Decoder
export DESIGN_NICKNAME = Decoder
export VERILOG_FILES = /design/flow/design.v
export SDC_FILE = /design/flow/constraint.sdc
export NUM_CORES = 4
export LEC_CHECK = 1
export CORE_AREA = 10 10 70 70
export DIE_AREA = 0 0 80 80
</file>
<file path="./constraint.sdc">
current_design Decoder

set clk_period 4.5
set clk_io_pct 0.2

create_clock -name clk0 -period $clk_period

set non_clock_inputs [all_inputs -no_clocks]
set_input_delay [expr $clk_period * $clk_io_pct] -clock clk0 $non_clock_inputs
set_output_delay [expr $clk_period * $clk_io_pct] -clock clk0 [all_outputs]
</file>
==> run summary <==
Results of the flow run.

Data arrives at the worst endpoint at roughly 3.5 ns. The worst setup path is captured at an output pin. The synthesis run shows multiplexers occupying 6.437% of the cell area. The first global-routing pass estimated 2.435 mm of wire. The number of fillers in the final layout stands at 389.

The yosys synthesis warning count stands at 1. The number of max-slew violations in the final report stands at 0. Yosys attributes the largest share of cell area to sky130_fd_sc_hd__ha_1, sky130_fd_sc_hd__buf_4, sky130_fd_sc_hd__nand2_1, sky130_fd_sc_hd__a21oi_1, sky130_fd_sc_hd__mux2i_1. The average instance in the mapped netlist occupies approximately 6.6 µm². TritonRoute output was used to compute an average wire per cell of 9.993 µm. In the routed design, unresolved DRC markers number 0. The floorplan step defined a core boundary enclosing 3416 µm². The share of the synthesized netlist area taken by xor and xnor gates stands at 0%. The starting density of the core stands at 15.93%.

The number of nets with antenna violations after detailed routing stands at 0. The weighted congestion at the end of routability-driven global placement stands at 0.7970. The number of setup violations in the final report stands at 0. Per the summary, power density relative to cell area is 106.9 nW/µm². The path with the worst hold slack has its endpoint at seg1[6].

The via density per instance stands at 3.966. The analysis attributes to cell leakage a power of ~0.00036 µW. The hold path depth stands at 5. The number of maximum-capacitance violations recorded for the run is 0.

The OpenROAD warning count stands at 37. The worst setup path is of the primary input to output pin kind. The number of buffers inserted to repair setup after CTS stands at 0. Of the combinational cells, the family taking the most area is AND-OR/OR-AND gates.

The maximum fanout count along the critical path stands at 8. The number of clock buffers in the layout stands at 0. The detailed router placed 587 vias in this run. The violation tally from detailed-route iteration zero stands at 76. In this run the full chip footprint comes out at 6400 µm². The count of endpoints failing hold in the final timing report stands at 0.

The routed design has 1.479 mm of wire. The launch point of the worst min-delay path is recorded as value[3]. The worst setup path is launched from a primary input. The vertical die dimension stands at approximately 80 µm. The first-pass iteration count of the detailed router stands at 4. The minimum setup slack after placement stands at between 0.02 and 0.025 ns.

Summed over its instances, the top area cell type makes up a little under a fifth of the synthesized netlist area. Recorded from the global router log, the overflow total was 0. The area occupied by registers stands at 0 µm².

The fraction of the mapped netlist area in simple logic gates stands at 26.44%. In the routed netlist, the antenna diode instances number 0. The finished layout holds 148 standard cells, fillers aside. The number of port buffers stands at 18. After Yosys synthesis, full adders, half adders and majority gates account for around 18% of the synthesized area. The fraction of the yosys area taken by sequential cells stands at 0%. The post-CTS hold buffer count recorded in the log is 0. The post-detailed-placement half-perimeter wirelength stands at approximately 1.2 mm. The compound-gate portion of the synthesized area stands at approximately 30%. The initialized floorplan defines 21 standard-cell rows.

At the end of the flow the core is filled with cells to 24.21%. Based on the critical path, the design can be clocked at up to around 230 MHz. Between the synthesized netlist and the finished layout, the area growth was recorded as 51.95%. The number of placed cells counting well taps stands at approximately 150. The clock period could shrink to 4.382 ns. Post-CTS repair ended up resizing 0 cells. The via count of the first global-routing pass was 530.

The global-route usage over all layers stands at 4.387%. According to the I/O placement log, the pin count is 23. The final worst setup slack stands at 0.1177 ns.

The biggest area contributor in the post-synthesis netlist is sky130_fd_sc_hd__ha_1. By instance count after routing, the leading logic cell types are sky130_fd_sc_hd__clkdlybuf4s50_1, sky130_fd_sc_hd__nand2_1, sky130_fd_sc_hd__buf_4. The run finished with clean final reports.

The required time at the endpoint of the critical path stands at 3.60 ns. Counting only logic cells after layout, the most numerous master is sky130_fd_sc_hd__clkdlybuf4s50_1. The overall power stands at 88.37 µW. The floorplan step set the die width to approximately 80 µm. The period utilization stands at a little over nine tenths.

Per the final layout report, the fraction of cells sized above drive strength 1 comes to 25.49%. Entering global routing, the biggest net connects 13 pins. The synthesized instance count stands at 82. The count of flip-flops and latches stands at 0. The yosys cell count stands at 82. The cell area that synthesis handed to floorplanning was 544.3 µm². After routing the design area is about 830 µm².

The most critical min-delay path falls under primary input to output pin. The number of different library cells in the post-synthesis netlist stands at 31. The worst ir drop on vdd stands at 0.04598 mV. The total cell area reported by yosys after synthesis stands at about 540 µm².

The number of antenna violations at the first check in global routing stands at 0. The instance area at placement stands at between 700 and 800 µm².
how the worst max path moves through the flow:
stage,start,to
5_1_grt,value[3],seg2[3]
6_report,value[3],seg2[0]
4_1_cts,value[3],seg2[0]
power by group:
| group | switching [µW] | total (µW) | internal, µW | leakage [µW] |
|---|---|---|---|---|
| registers | 0 | 0 | 0 | 0 |
| logic | 36.7 | 88.4 | 51.7 | 0.000360 |
| clock network | 0 | 0 | 0 | 0 |
cell usage after synthesis:
cell	number
sky130_fd_sc_hd__a31oi_1	3
sky130_fd_sc_hd__nand2_2	1
sky130_fd_sc_hd__ha_1	8
sky130_fd_sc_hd__nand3_1	2
sky130_fd_sc_hd__o21ai_1	1
sky130_fd_sc_hd__mux2i_1	2
sky130_fd_sc_hd__and3_1	1
sky130_fd_sc_hd__or3_2	1
sky130_fd_sc_hd__a21o_2	1
sky130_fd_sc_hd__a22o_1	1
sky130_fd_sc_hd__conb_1	2
sky130_fd_sc_hd__a22oi_2	1
sky130_fd_sc_hd__inv_1	4
sky130_fd_sc_hd__o22ai_1	1
sky130_fd_sc_hd__or3b_2	1
sky130_fd_sc_hd__nor2_1	5
sky130_fd_sc_hd__o211ai_1	1
sky130_fd_sc_hd__a22o_2	1
sky130_fd_sc_hd__a221o_2	1
sky130_fd_sc_hd__buf_6	1
sky130_fd_sc_hd__a21oi_1	9
sky130_fd_sc_hd__and2_2	1
sky130_fd_sc_hd__nand2_1	14
sky130_fd_sc_hd__o21ai_0	4
sky130_fd_sc_hd__clkbuf_1	2
sky130_fd_sc_hd__nor2b_4	1
sky130_fd_sc_hd__a311o_1	1
sky130_fd_sc_hd__buf_4	8
sky130_fd_sc_hd__or2_2	1
sky130_fd_sc_hd__mux2_4	1
sky130_fd_sc_hd__nand2b_1	1
kinds of logic after synthesis:
kind of cell	count (synthesis)
AOI/OAI and AO/OA	25
adders and majority gates	8
buffers and inverters	15
muxes	3
other	2
and+or+nand+nor	29
per-stage QoR:
stage,TNS (ns),hold WS [ns]
floorplan,0,1.825
global placement,0,2.901
detailed placement,0,2.894
CTS,0,2.903
global route,-0.001550,2.992
finish,0,2.903
worst max-delay path, stage by stage:
cell,delay [ns]
sky130_fd_sc_hd__clkdlybuf4s50_1,0.42
sky130_fd_sc_hd__inv_1,0.09
sky130_fd_sc_hd__nand2_2,0.07
sky130_fd_sc_hd__ha_4,0.28
sky130_fd_sc_hd__nor2b_4,0.05
sky130_fd_sc_hd__buf_4,0.14
sky130_fd_sc_hd__a22o_1,0.22
sky130_fd_sc_hd__a221o_2,0.47
sky130_fd_sc_hd__mux2_4,0.32
sky130_fd_sc_hd__nand2_2,0.06
sky130_fd_sc_hd__clkdlybuf4s50_1,0.45
metal layers:
layer	GRT usage, %	wire length [µm]	vias to the layer above
met5	0	0	-
met4	0	0	0
met3	1.705	171	0
met2	6.822	597	24
met1	5.933	710	249
li1	-	-	314
area by class of cell:
class	instances	area (µm²)	area share, %
inverters	4	15.01	1.815
repair buffers	28	255.2	30.86
well taps	46	57.56	6.959
multi-input cells	70	499.2	60.36
No activity file was given, so power comes from the tool's default toggle rates.
